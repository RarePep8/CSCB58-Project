==> run.sh <==
#!/bin/bash
# OpenROAD 26Q1-2900-gdf79404cd8, Yosys 0.63+post, stock flow scripts
make -C /OpenROAD-flow-scripts/flow DESIGN_CONFIG=/design/flow/config.mk WORK_HOME=/design/flow/orfs finish
==> config.mk <==
export PLATFORM = sky130hd
export DESIGN_NAME = clock
export DESIGN_NICKNAME = clock
export VERILOG_FILES = /design/flow/design.v
export SDC_FILE = /design/flow/constraint.sdc
export NUM_CORES = 4
export LEC_CHECK = 1
export CORE_UTILIZATION = 50
==> constraint.sdc <==
current_design clock

set clk_period 13.0
set clk_io_pct 0.2

create_clock -name clk0 -period $clk_period [get_ports {CLOCK_50}]

set non_clock_inputs [all_inputs -no_clocks]
set_input_delay [expr $clk_period * $clk_io_pct] -clock clk0 $non_clock_inputs
set_output_delay [expr $clk_period * $clk_io_pct] -clock clk0 [all_outputs]
==> design.v <==
module RateDivider(clk, rate, current_rate);
	input clk;
	input[28:0] rate;
	output[28:0] current_rate;
	reg[28:0] out= 0;
	assign current_rate = out;
	always @(posedge clk)
	begin
		if(out == 0)
			out <= rate;
		else
			out <= out - 1'b1;
	end
endmodule
module clock(CLOCK_50, clk_speed, current_number, collided, key_press);
	input CLOCK_50;  
	input[2:0] clk_speed;  
    input collided;  
    input key_press;  
	output [3:0] current_number;  
	reg[3:0] q = 4'b0;
	assign current_number = q;
	reg Enable;
	wire[28:0] counter_50;  
	wire[28:0] counter_1;  
	wire[28:0] counter_025;  
	wire[28:0] counter_05;  
    wire[28:0] counter_01;  
	wire[28:0] wire_025Hz = 28'b1011111010111100001000000000;
	wire[28:0] wire_05Hz = 28'b0101111101011110000100000000;
	wire[28:0] wire_1Hz = 28'b0010111110101111000010000000;
	wire[28:0] wire_01Hz = 28'b0000010011000100101101000000;
	wire[28:0] wire_50MHz = 28'b0000000000000000000000000001;
	RateDivider rDivider_50 (
		.clk(CLOCK_50),
		.rate(wire_50MHz),
		.current_rate(counter_50)
		);
	RateDivider rDivider_1 (
		.clk(CLOCK_50),
		.rate(wire_1Hz),
		.current_rate(counter_1)
		);
	RateDivider rDivider_05 (
		.clk(CLOCK_50),
		.rate(wire_05Hz),
		.current_rate(counter_05)
		);
	RateDivider rDivider_025 (
		.clk(CLOCK_50),
		.rate(wire_025Hz),
		.current_rate(counter_025)
		);
	RateDivider rDivider_01 (
        .clk(CLOCK_50),
        .rate(wire_01Hz),
        .current_rate(counter_01)
        );
	always@(posedge CLOCK_50)
	begin
		if (clk_speed == 3'd0)
			Enable <= (counter_50 == 28'b0000000000000000000000000000) ? 1 : 0;
		else if (clk_speed == 3'd1)
			Enable <= (counter_1 == 28'b0000000000000000000000000000) ? 1 : 0;
		else if (clk_speed == 3'd2)
			Enable <= (counter_05 == 28'b0000000000000000000000000000) ? 1 : 0;
		else if (clk_speed == 3'd3)
			Enable <= (counter_025 == 28'b0000000000000000000000000000) ? 1 : 0;
		else if (clk_speed == 3'd4)
			Enable <= (counter_01 == 28'b0000000000000000000000000000) ? 1 : 0;
	end
	always@(posedge CLOCK_50)
	begin
		if(q == 4'd10 || key_press == 1'b1)
			q <= 0;
		else if(Enable == 1'b1 && ~collided)
			q <= q + 1'b1;
	end
endmodule
==> GITHUB_STEP_SUMMARY <==
## Implementation flow summary

| Metric | Value |
|---|---|
| Status | finished clean |
| Number of setup buffers added after CTS | 0 |
| Rel. slew slack | 0.417 |
| R2R cell count | 6 |
| First-pass GRT wire length | 17.4 mm |
| Fill count | 1021 |
| Dpl hpwl | 6.57 mm |
| Crit path max fanout | 5 |
| Yosys stat chip area | 0.00620 mm2 |
| Warnings, synthesis | 2 |
| Fin. max-slew vios | 0 |
| Area contributors post-synth | dfxtp_1 (48%), xnor2_1 (9.9%), nor2_1 (7.8%) |
| Sink Count | 150 |
| Maximum clock rate | 0.256 GHz |
| DR DRC count | 0 |
| Critical path endpoint category | primary output |
| CP cell instances | clkdlybuf4s50_1 |
| Worst clock skew | 0.00440 ns |
| Setup Crit Path Kind | register to primary output |
| Syn Area/Cell | 9.17 um2 |
| Period minus WS final | roughly 3.9 ns |
| Number of global-route vias before repair | 3909 |
| Gate power share | 0.007 |
| Vias post-DR | 4336 |
| Part of the total power dissipated in sequential elements | 0.517 |
| Total antenna diodes in the routed design | 0 |
| Total of hold buffers inserted after clock tree synthesis | 0 |
| Core area | between 0.01 and 0.015 mm2 |
| Routability Congestion | slightly below 0.8 |
| Count of mapped cells out of synthesis | roughly 680 |
| Clock buffer count from CTS | 17 |
| Most used DFF post-synth | dfxtp_1 |
| Total net switching power | between 0.15 and 0.2 mW |
| Cell internal pwr | 0.725 mW |
| Clock root buffer master | clkbuf_16 |
| GR Util All Layers | 0.169 |
| Yosys top cell area share | 0.481 |
| Peak VDD IR | 0.000101 V |
| CTS tree | done |
| Unrepaired setup endpoints after global routing | false |
| Number of hold violations in the final report | 0 |
| Clock slew seen by the registers of the worst setup and hold paths | about 0.05 ns |
| Detailed Route WL | 9.75 mm |
| Relative area change from synthesis to final layout | 12.5% |
| Stage-log warning count | 26 |
| Leakage | ~2.6 nW |
| Number of maximum-capacitance constraint violations | 0 |
| Floorplan die height | around 110 um |
| Reg2Reg Setup Slack | just over 10 ns |
| Power density relative to cell area | 128 mW/mm2 |
| Area enclosed by the die boundary | around 0.013 mm2 |
| Via count normalized by instance count | 4.98 |
| Source of the worst hold timing path | rDivider_50.out[0] |
| TritonRoute pass-1 iters | 4 |
| Cell family with most CP delay | buffers and inverters |
| Critical path required time | 10.40 ns |
| Synth Cell Area | just over 0.006 mm2 |
| Congestion Overflow GR | 0 |
| Cts repair resizes | 0 |
| Critical path destination | current_number[0] |
| Number of buffers between clock root and the deepest sink | 2 |
| Maximum number of pins on one net before global-route repair | 27 |
| Fraction of final layout cells with drive strength greater than 1 | 0.0711 |
| Worst-Skew Late Latency | around 0.4 ns |
| Number of flops mapped to enable cells by yosys | 1 |
| Period utilisation layout | 0.301 |
| Number of buffer cells added on primary ports | 9 |
| FF-to-FF End | Enable |
| Sequential fraction of the synthesis area | 0.486 |
| Average detailed-routed wire length per instance | ~11 um |
| Synthesized registers | 150 |
| Fraction of power consumed by the clock network | 0.475 |
| Nature of the critical path startpoint | register |
| Transition time at the pin with the least slew margin | 0.869 ns |
| Share of async-settable or async-resettable flops after synthesis | 0 |
| Number of standard cells reported by yosys | between 600 and 700 |
| Post-route antenna net violation count | 0 |
| Placement row count | 40 |
| Cell variety after synth | 56 |
| Buf/Inv on CP | 1 |
| CP arrival | 1.31 ns |
| Top-Level Pins | 10 |
| Critical path's slowest cell | clkdlybuf4s50_1 |
| Number of design-rule violations left by the first detailed-router iteration | 204 |
| Initial antenna violation count | 0 |
| Worst Hold Margin | 0.421 ns |
| Worst path depth | 1 |
| Chip width | 113 um |
| Critical path origin | q[0] |
| Sum of internal, switching and leakage power | 0.895 mW |
| Largest stage delay, worst path | 0.49 ns |
| Path category of the worst min-delay check | register to register |
| Switching share of total power | 0.190 |
| Launch instance of the worst register-to-register path | rDivider_1.out[19] |
| Final setup fails | 0 |
| Initial standard-cell utilization of the core | 0.514 |
| Number of levels the H-tree was split into | 4 |
| Aggregate negative setup slack | 0 ns |
| Cell taking the most area after synthesis | dfxtp_1 |
==> layer usage <==
metal,up-vias,GRT usage,part of all wire
li1,2342,-,-
met1,1955,0.277,0.55
met2,34,0.246,0.42
met3,5,0.0371,0.027
met4,0,0.0202,0.0085
met5,-,0,0
==> cell usage in the layout (no fill, tap or decap), drive strengths merged, types with 2 or more instances in the layout <==
cell type,n
dfxtp,149
nor2,129
xnor2,70
nand2,48
xor2,39
nor3,39
nor4,24
clkbuf,24
or3,21
or4,17
inv,16
nand3,13
a21oi,13
o21ai,10
clkdlybuf4s50,9
nand2b,7
ha,7
o31ai,6
or2,6
nor3b,5
clkinv,5
nand4b,4
nand3b,4
buf,4
nand4,3
o31a,3
and3,2
a211oi,2
mux2,2
and2,2
o41ai,2
nor2b,2
o21a,2
or4b,2
==> power by group through the flow <==
| stage | Clock, mW | Combinational, mW | Sequential (mW) |
|---|---|---|---|
| final | 0.425 | 0.00654 | 0.463 |
| after global routing | 0.460 | 0.00755 | 0.463 |
| after CTS | 0.438 | 0.00673 | 0.463 |
==> how the worst min path moves through the flow <==
stage,endpoint,cells past startpoint,slack [ns]
CTS,rDivider_50.out[0],1,0.42
global route,rDivider_50.out[0],1,0.45
finish,rDivider_50.out[0],1,0.42
==> flip-flops by register name, summed over array words and instances (netlist names) <==
| name | cells |
|---|---|
| rDivider_01.out | 29 |
| rDivider_025.out | 29 |
| rDivider_05.out | 29 |
| rDivider_1.out | 29 |
| rDivider_50.out | 29 |
| q | 4 |
| Enable | 1 |
==> through the flow <==
| stage | cells | utilization | area, um2 | setup slack, ns |
|---|---|---|---|---|
| floorplan | 676 | - | 6200 | 9.65 |
| global placement | 842 | 0.535 | 6450 | 9.11 |
| finish | 871 | 0.578 | 6970 | 9.09 |
| global route | 871 | 0.578 | 6970 | 9.00 |
| CTS | 871 | 0.578 | 6970 | 9.05 |
| detailed placement | 842 | 0.535 | 6450 | 9.03 |
==> cell type report <==
cell class / count / area [um2] / share of cell area
clock buffer: 24 / 492 / 0.0706
clock inverter: 5 / 25.0 / 0.00359
inverter: 16 / 60.1 / 0.00862
multi-input combinational: 495 / 3050 / 0.438
sequential: 150 / 3010 / 0.432
tap: 168 / 210 / 0.0302
timing repair buffer: 13 / 120 / 0.0172
==> cell families after synthesis <==
logic type | synth area share
xor gates and xnor gates | 0.154
muxes | 0.00525
buffers and inverters | 0.0218
DFF | 0.486
and+or+nand+nor | 0.270
AOI/OAI and AO/OA | 0.0483
adders and majority gates | 0.0141
==> cells in the mapped netlist, types with 5 or more instances <==
master	n
nor4_1	21
o31ai_1	6
nor2_1	128
a21oi_1	13
nor3b_1	5
xor2_1	39
clkbuf_1	10
nand2b_1	7
dfxtp_1	149
o21ai_0	9
inv_1	16
or3_1	19
or4_1	13
nand3_1	13
ha_1	7
xnor2_1	70
or2_2	5
nor3_1	38
nand2_1	48
Power is estimated from default activity; no workload was simulated.

===== design/flow/run.sh =====
#!/bin/bash
# OpenROAD 26Q1-2900-gdf79404cd8, Yosys 0.63+post, stock flow scripts
make -C /OpenROAD-flow-scripts/flow DESIGN_CONFIG=/design/flow/config.mk WORK_HOME=/design/flow/orfs finish

===== design/flow/config.mk =====
export PLATFORM = sky130hd
export DESIGN_NAME = game_clock
export DESIGN_NICKNAME = game_clock
export VERILOG_FILES = /design/flow/design.v
export SDC_FILE = /design/flow/constraint.sdc
export NUM_CORES = 4
export LEC_CHECK = 1
export CORE_UTILIZATION = 50

===== design/flow/constraint.sdc =====
current_design game_clock

set clk_period 7.8
set clk_io_pct 0.2

create_clock -name clk0 -period $clk_period [get_ports {CLOCK_50}]

set non_clock_inputs [all_inputs -no_clocks]
set_input_delay [expr $clk_period * $clk_io_pct] -clock clk0 $non_clock_inputs
set_output_delay [expr $clk_period * $clk_io_pct] -clock clk0 [all_outputs]

===== design/flow/design.v =====
module RateDivider(clk, rate, current_rate);
	input clk;
	input[28:0] rate;
	output[28:0] current_rate;
	reg[28:0] out= 0;
	assign current_rate = out;
	always @(posedge clk)
	begin
		if(out == 0)
			out <= rate;
		else
			out <= out - 1'b1;
	end
endmodule
module game_clock(CLOCK_50, NEW_CLOCK, NEW_PULSE, key_press);
	input CLOCK_50;
    output NEW_CLOCK;
	output NEW_PULSE;
	input key_press;
	reg Alternater_early = 0;
	reg Alternater =0;
	reg Enable;
	reg Enable_early;
	assign NEW_PULSE = Enable;
	assign NEW_CLOCK = Alternater;
	wire[28:0] counter_25;
	reg[28:0] wire_TBDMHz_reg = 28'b0000000010001011110000100000;
	wire[28:0] wire_TBDMHz;
	assign wire_TBDMHz[28:0] =  wire_TBDMHz_reg[28:0];
	RateDivider rDivider_25 (
		.clk(CLOCK_50),
		.rate(wire_TBDMHz),
		.current_rate(counter_25)
		);
	always@(posedge CLOCK_50)
	begin
		if(key_press)
			wire_TBDMHz_reg <= 28'b0000000010001011110000100000;
		Enable <= (counter_25 == 28'b0000000000000000000000000000) ? 1 : 0;
		if(Enable) begin
			if(wire_TBDMHz >= 28'b00000000000101111000010000)
				wire_TBDMHz_reg <= wire_TBDMHz_reg - 28'b0000000000000000000010000000;
			Alternater <= ~Alternater;
            end
	end
endmodule

==> flow_metrics.tcl <==
# flow metrics
set metrics [dict create \
    critPathKind "reg2reg" \
    path_buffers 1 \
    ys_area_sq_um 2890 \
    overflow 0 \
    drt_wl_total_um 6300 \
    fp.dieArea_sq_um 6100 \
    hold_viol 0 \
    ys_cells 329 \
    powerDensity_nw_per_um2 189 \
    edf_count 8 \
    crit_family "simple AND/OR/NAND/NOR gates" \
    drive_gt1_share_pct 6.34 \
    fin_setup_tns_ns 0 \
    drc 0 \
    max_freq_ghz 0.289 \
    ctsHoldBuffers 0 \
    avgSynthCellArea_sq_um 8.80 \
    die_h_um 78.1 \
    core_area_sq_um 5540 \
    min_period_ns 3.46 \
    first_pass_iters 4 \
    worstPathRequired_ns 8.02 \
    synthDistinctLibCells 53 \
    warnings 25 \
    grt_first_pass_wirelength_um 10700 \
    groute.usage.overall_pct 23.1 \
    cpPeakStageDelay_ns 0.74 \
    fin_crit_sh_pct 44.3 \
    clk_pin_slew_worst_paths_ns 0.06 \
    grt_max_degree 27 \
    place_hpwl_um 4360 \
    start_kind "register" \
    area_growth_pct 8.43 \
    diodes 0 \
    synth_top_flop_cell "dfxtp_1" \
    fp_util_pct 52.2 \
    min_path_cells 1 \
    endpoint_kind "register" \
    die_w_um 78.1 \
    rows 27 \
    slew_headroom_pct 44.3 \
    clock_tree.buffer_depth 2 \
    path_max_fanout 26 \
    ys_seq_elements 60 \
    yosys_warnings 2 \
    syn-instance-count 329 \
    cts_tree "yes" \
    setup_violations 0 \
    ir_worst_vdd_mv 0.111 \
    cp_cell_sequence "or3_1 > or4_1 > a211o_1 > inv_1 > nand2_1 > o221a_2" \
    cts_setup_buffers 0 \
    ctsResizeCount 0 \
    synthesis.area_sq_um 2890 \
    drv_cap 0 \
    drt-initial-drc-count 106 \
    whs_ns 0.489 \
    outcome "finished clean" \
    vias 2342 \
    p_leak_nw 1.21 \
    synthArstFlopShare_pct 0 \
    hp-class "reg2reg" \
    place_congestion 0.855 \
    skew_ns 0.00777 \
    ant_nets 0 \
    antenna_found_initial 0 \
    cts.sinks 60 \
    rsz0062_at_grt "false" \
    cts_root_buffer "clkbuf_8" \
    critical_path_cell_count 6 \
    grt_pass1_vias 2088 \
    critPathArrivalTime_ns 3.68 \
    routed_via_density 5.81 \
    reg2reg_depth 6 \
    io_pins 4 \
    cts_made_buffers 9 \
    port_buffers 3 \
    insertion_delay_ns 0.33 \
    wl_per_cell_um 15.6 \
    crit_slowest_cell "inv_1" \
    ys_seq_share_pct 44.3 \
    htree_levels 3 \
    r2r_slack_ns 4.34 \
    slew_violations 0 \
    worstMarginPinSlew_ns 0.834 \
]
layout make-up:
| type | instances | area (sq um) |
|---|---|---|
| clock buffers | 13 | 149 |
| inverters | 11 | 41.3 |
| well taps | 72 | 90.1 |
| repair buffers | 4 | 37.5 |
| flip-flops and latches | 60 | 1280 |
| multi-input cells | 241 | 1500 |
| clock inverters | 2 | 35.0 |
| fillers | 508 | 2400 |
path summary, 6_finish.rpt:
kind,startpoint,end
worst max register to register,wire_TBDMHz_reg[17],wire_TBDMHz_reg[12]
worst min register to register,rDivider_25.out[0],rDivider_25.out[0]
worst min-delay path,rDivider_25.out[0],rDivider_25.out[0]
worst max-delay path,wire_TBDMHz_reg[17],wire_TBDMHz_reg[12]
where the power goes:
part           leakage (nW)  internal [mW]  total (mW)  switching [mW]
combinational         0.599        0.00410     0.00980         0.00569
sequential            0.520          0.313       0.314         0.00119
clock                0.0935          0.154       0.268           0.113
cell families (layout without fill, tap and decap cells):
kind of cell | Yosys count | in the layout | synth area share (%)
xor gates and xnor gates | 21 | 21 | 6.36
adders and majority gates | 2 | 2 | 0.865
AOI/OAI and AO/OA | 67 | 67 | 16.0
DFF | 60 | 60 | 44.3
and+or+nand+nor | 149 | 149 | 27.6
muxes | 2 | 2 | 0.778
buffers and inverters | 28 | 30 | 4.19
placed cells by master (no fill, tap or decap), types with 2 or more instances in the layout:
cell	netlist	final
mux2_2	2	2
nor4b_1	2	2
clkdlybuf4s50_1	0	3
nand4_1	3	3
nand4b_1	2	2
xnor2_1	13	13
nor2_1	37	37
ha_1	2	2
and2_1	6	6
o21ai_0	8	8
a21boi_0	4	4
or3_1	19	19
clkbuf_1	11	3
nor3b_1	2	2
or4_1	7	7
dfxtp_1	52	52
or2_2	2	2
o22a_1	2	2
xor2_1	8	8
a211o_1	5	5
clkbuf_8	0	10
o31a_1	2	2
nor3_1	22	22
a21o_1	4	4
nor4_1	12	12
nand3_1	9	9
a221o_1	2	2
o31ai_1	2	2
edfxtp_1	8	8
inv_1	11	11
nand2_1	16	16
a21oi_1	24	24
o21a_1	3	3
and3_1	3	3
per-stage QoR:
stage	worst slack (ns)	power, mW	cell area (sq um)	cells	utilization [%]
finish	4.34	0.592	3140	403	56.6
global route	4.12	0.614	3140	403	56.6
CTS	4.38	0.599	3140	403	56.6
detailed placement	4.38	0.331	2950	388	53.3
global placement	4.45	0.331	2950	388	53.3
floorplan	5.19	0.328	2890	329	-
metal layers:
metal | vias up | track usage (%) | routed length [um]
met1 | 1088 | 42.8 | 3440
met4 | 0 | 3.70 | 95
met5 | - | 0 | 0
met3 | 9 | 3.31 | 308
met2 | 37 | 29.3 | 2450
li1 | 1208 | - | -
Yosys cell counts, types with 2 or more instances:
| master | count | area [sq um] |
|---|---|---|
| o31a_1 | 2 | 17.5 |
| a211o_1 | 5 | 43.8 |
| clkbuf_1 | 11 | 41.3 |
| a221o_1 | 2 | 20.0 |
| o22a_1 | 2 | 17.5 |
| mux2_2 | 2 | 22.5 |
| a21o_1 | 4 | 30.0 |
| xor2_1 | 8 | 70.1 |
| xnor2_1 | 13 | 114 |
| a21oi_1 | 24 | 120 |
| nor3_1 | 22 | 110 |
| edfxtp_1 | 8 | 240 |
| and2_1 | 6 | 37.5 |
| nor4b_1 | 2 | 17.5 |
| or2_2 | 2 | 12.5 |
| buf_2 | 4 | 20.0 |
| and3_1 | 3 | 18.8 |
| ha_1 | 2 | 25.0 |
| dfxtp_1 | 52 | 1040 |
| nand4b_1 | 2 | 17.5 |
| o31ai_1 | 2 | 15.0 |
| nor4_1 | 12 | 75.1 |
| or4_1 | 7 | 52.6 |
| nand3_1 | 9 | 45.0 |
| a21boi_0 | 4 | 30.0 |
| nand4_1 | 3 | 18.8 |
| or3_1 | 19 | 119 |
| nor2_1 | 37 | 139 |
| o21ai_0 | 8 | 40.0 |
| o21a_1 | 3 | 22.5 |
| nand2_1 | 16 | 60.1 |
| nor3b_1 | 2 | 15.0 |
| inv_1 | 11 | 41.3 |
No activity file was given, so power comes from the tool's default toggle rates.
